===== ./config.mk =====
export PLATFORM = sky130hd
export DESIGN_NAME = DE10_LITE_Golden_Top
export DESIGN_NICKNAME = DE10_LITE_Golden_Top
export VERILOG_FILES = /design/flow/design.v
export SDC_FILE = /design/flow/constraint.sdc
export NUM_CORES = 4
export LEC_CHECK = 1
export CORE_UTILIZATION = 30

===== ./constraint.sdc =====
current_design DE10_LITE_Golden_Top

set clk_period 4.2
set clk_io_pct 0.2

create_clock -name clk0 -period $clk_period [get_ports {MAX10_CLK1_50}]

set non_clock_inputs [all_inputs -no_clocks]
set_input_delay [expr $clk_period * $clk_io_pct] -clock clk0 $non_clock_inputs
set_output_delay [expr $clk_period * $clk_io_pct] -clock clk0 [all_outputs]

===== ./design.v =====
module DE10_LITE_Golden_Top(
	input 		          		ADC_CLK_10,
	input 		          		MAX10_CLK1_50,
	input 		          		MAX10_CLK2_50,
	output		    [12:0]		DRAM_ADDR,
	output		     [1:0]		DRAM_BA,
	output		          		DRAM_CAS_N,
	output		          		DRAM_CKE,
	output		          		DRAM_CLK,
	output		          		DRAM_CS_N,
	inout 		    [15:0]		DRAM_DQ,
	output		          		DRAM_LDQM,
	output		          		DRAM_RAS_N,
	output		          		DRAM_UDQM,
	output		          		DRAM_WE_N,
	output		     [7:0]		HEX5,
	input 		     [1:0]		KEY,
	output   [9:0] LEDR,
	input 		     [9:0]		SW,
	output		     [3:0]		VGA_B,
	output		     [3:0]		VGA_G,
	output		          		VGA_HS,
	output		     [3:0]		VGA_R,
	output		          		VGA_VS,
	output		          		GSENSOR_CS_N,
	input 		     [2:1]		GSENSOR_INT,
	output		          		GSENSOR_SCLK,
	inout 		          		GSENSOR_SDI,
	inout 		          		GSENSOR_SDO,
	inout 		    [15:0]		ARDUINO_IO,
	inout 		          		ARDUINO_RESET_N,
	inout 		    [35:0]		GPIO
);
wire [9:0] internal_LED_R;
wire [7:0] internal_dLED;
audietron u1(
    .clk(MAX10_CLK1_50),  
    .RESET(KEY[0]),       
    .START(KEY[1]),       
    .SW(SW),              
    .LED_R(internal_LED_R),   
    .dLED(internal_dLED)  
);
assign LEDR = internal_LED_R;
assign HEX5 = internal_dLED;
endmodule
module audietron (
   input  clk,  
	input wire RESET,  
	input wire START,  
	input [9:0] SW,  
	output reg [0:9] LED_R,  
	output reg [7:0] dLED  
	);
	parameter size = 3;
   parameter state0 = 2'b00 , state1 = 2'b01 , state2 = 2'b10 , state3 = 2'b11 ;
	reg [1:0] state , next_state ;
	reg slwclk = 0;  
	reg [3:0] REPEAT_COUNT; 
	reg [31:0] counter = 0;  
	reg [5:0] stage;
   reg [3:0] starter;  
	initial begin
		LED_R = 10'b0000000000;
		REPEAT_COUNT = 4'b1001;
		stage = 6'b00_0001;
		starter=0;  
	end
	reg[31:0] count;
	reg [31:0] count2;
	localparam two_sec = 32'd100000000;
	localparam small_sec = 32'd5000000;
	always@(posedge clk) begin
	counter <= counter + 1;  
		if (counter >= (small_sec-1)) begin
			counter <= 0;
			slwclk <= ~slwclk;  
		end
		if (~START) begin  
			starter <= 1;
		end
	   if(REPEAT_COUNT >= 0) begin
		case(REPEAT_COUNT)			
			4'd0: dLED=8'b01000000;
			4'd1: dLED=8'b01111001;
			4'd2: dLED=8'b00100100;
			4'd3: dLED=8'b00110000;
			4'd4: dLED=8'b00011001;
			4'd5: dLED=8'b00010010;
			4'd6: dLED=8'b00000010;
			4'd7: dLED=8'b01111000;
			4'd8: dLED=8'b00000000;
			4'd9: dLED=8'b00010000;
			default: dLED=8'b01000000;
		endcase
	end	
	end
	always @(posedge clk or negedge RESET) begin
		if(~RESET) begin
			stage <= 6'd1;
		end else begin
				if(stage == 6'd45) begin  
					REPEAT_COUNT <= REPEAT_COUNT - 4'b0001;		
				end
				if(starter >= 1) begin
					if (count < two_sec) begin
						count <= count + 1;
					end else begin
						if (count2 < small_sec) begin
							count2 <= count2 + 1;
						end else begin
							count2 <= 0;
					if(REPEAT_COUNT != 0) begin
						case(stage)
							1,7,37: begin
								if(SW[0]==0 && SW[9]==0) begin
									LED_R[0:9] <= 10'b0000110000;
								end
								else if(SW[0]==1 && SW[9]==0) begin
									LED_R[0:9] <= 10'b0000010000;
								end
								else if(SW[0]==0 && SW[9]==1) begin
									LED_R[0:9] <= 10'b0000100000;
								end	
								else if(SW[0]==1 && SW[9]==0) begin
									LED_R[0:9] <= 10'b0000000000;
								end	
						   end
							2,8,38: begin
								if(SW[0]==0 && SW[9]==0) begin
									LED_R[0:9] <= 10'b0001111000;
								end
								else if(SW[0]==1 && SW[9]==0) begin
									LED_R[0:9] <= 10'b0000011000;
								end
								else if(SW[0]==0 && SW[9]==1) begin
									LED_R[0:9] <= 10'b0001100000;
								end	
								else if(SW[0]==1 && SW[9]==0) begin
									LED_R[0:9] <= 10'b0000000000;
								end				
							end
							3,9: begin
									if(SW[0]==0 && SW[9]==0) begin
										LED_R[0:9] <= 10'b0011111100;
									end
									else if(SW[0]==1 && SW[9]==0) begin
										LED_R[0:9] <= 10'b0000011100;
									end
									else if(SW[0]==0 && SW[9]==1) begin
										LED_R[0:9] <= 10'b0011100000;
									end	
									else if(SW[0]==1 && SW[9]==0) begin
										LED_R[0:9] <= 10'b0000000000;
									end						
								end
							4,10: begin
									if(SW[0]==0 && SW[9]==0) begin
										LED_R[0:9] <= 10'b0111111110;
									end
									else if(SW[0]==1 && SW[9]==0) begin
										LED_R[0:9] <= 10'b0000011110;
									end
									else if(SW[0]==0 && SW[9]==1) begin
										LED_R[0:9] <= 10'b0111100000;
									end	
									else if(SW[0]==1 && SW[9]==0) begin
										LED_R[0:9] <= 10'b0000000000;
									end							
								end
							5,11,36: begin
									if(SW[0]==0 && SW[9]==0) begin
										LED_R[0:9] <= 10'b1111111111;
									end
									else if(SW[0]==1 && SW[9]==0) begin
										LED_R[0:9] <= 10'b0000011111;
									end
									else if(SW[0]==0 && SW[9]==1) begin
										LED_R[0:9] <= 10'b1111100000;
									end	
									else if(SW[0]==1 && SW[9]==0) begin
										LED_R[0:9] <= 10'b0000000000;
									end	
							end
							6,43,44: begin
									LED_R[0:9] <= 10'b0000000000;
							end
							12,22,32,42: begin
								if(SW[0]==0 && SW[9]==0) begin
										LED_R[0:9] <= 10'b1000000001;
									end
									else if(SW[0]==1 && SW[9]==0) begin
										LED_R[0:9] <= 10'b0000000001;
									end
									else if(SW[0]==0 && SW[9]==1) begin
										LED_R[0:9] <= 10'b1000000000;
									end	
									else if(SW[0]==1 && SW[9]==0) begin
										LED_R[0:9] <= 10'b0000000000;
									end	
							end
							13,31: begin
								if(SW[0]==0 && SW[9]==0) begin
										LED_R[0:9] <= 10'b1100000001;
									end
									else if(SW[0]==1 && SW[9]==0) begin
										LED_R[0:9] <= 10'b0000000001;
									end
									else if(SW[0]==0 && SW[9]==1) begin
										LED_R[0:9] <= 10'b1100000000;
									end	
									else if(SW[0]==1 && SW[9]==0) begin
										LED_R[0:9] <= 10'b0000000000;
									end	
							end
							14,30: begin
								if(SW[0]==0 && SW[9]==0) begin
										LED_R[0:9] <= 10'b1110000001;
									end
									else if(SW[0]==1 && SW[9]==0) begin
										LED_R[0:9] <= 10'b0000000001;
									end
									else if(SW[0]==0 && SW[9]==1) begin
										LED_R[0:9] <= 10'b1110000000;
									end	
									else if(SW[0]==1 && SW[9]==0) begin
										LED_R[0:9] <= 10'b0000000000;
									end	
							end
							15,29: begin
								if(SW[0]==0 && SW[9]==0) begin
										LED_R[0:9] <= 10'b1011000001;
									end
									else if(SW[0]==1 && SW[9]==0) begin
										LED_R[0:9] <= 10'b0000000001;
									end
									else if(SW[0]==0 && SW[9]==1) begin
										LED_R[0:9] <= 10'b1011000000;
									end	
									else if(SW[0]==1 && SW[9]==0) begin
										LED_R[0:9] <= 10'b0000000000;
									end	
							end
							16,28: begin
								if(SW[0]==0 && SW[9]==0) begin
										LED_R[0:9] <= 10'b1001100001;
									end
									else if(SW[0]==1 && SW[9]==0) begin
										LED_R[0:9] <= 10'b0000000001;
									end
									else if(SW[0]==0 && SW[9]==1) begin
										LED_R[0:9] <= 10'b1001100000;
									end	
									else if(SW[0]==1 && SW[9]==0) begin
										LED_R[0:9] <= 10'b0000000000;
									end	
							end
							17,27: begin
								if(SW[0]==0 && SW[9]==0) begin
										LED_R[0:9] <= 10'b1000110001;
									end
									else if(SW[0]==1 && SW[9]==0) begin
										LED_R[0:9] <= 10'b0000010001;
									end
									else if(SW[0]==0 && SW[9]==1) begin
										LED_R[0:9] <= 10'b1000100000;
									end	
									else if(SW[0]==1 && SW[9]==0) begin
										LED_R[0:9] <= 10'b0000000000;
									end	
							end
							18,26: begin
								if(SW[0]==0 && SW[9]==0) begin
										LED_R[0:9] <= 10'b1000011001;
									end
									else if(SW[0]==1 && SW[9]==0) begin
										LED_R[0:9] <= 10'b0000011001;
									end
									else if(SW[0]==0 && SW[9]==1) begin
										LED_R[0:9] <= 10'b1000000000;
									end	
									else if(SW[0]==1 && SW[9]==0) begin
										LED_R[0:9] <= 10'b0000000000;
									end	
							end
							19,25: begin
								if(SW[0]==0 && SW[9]==0) begin
										LED_R[0:9] <= 10'b1000001101;
									end
									else if(SW[0]==1 && SW[9]==0) begin
										LED_R[0:9] <= 10'b0000001101;
									end
									else if(SW[0]==0 && SW[9]==1) begin
										LED_R[0:9] <= 10'b1000000000;
									end	
									else if(SW[0]==1 && SW[9]==0) begin
										LED_R[0:9] <= 10'b0000000000;
									end	
							end
							20,24: begin
								if(SW[0]==0 && SW[9]==0) begin
										LED_R[0:9] <= 10'b1000000111;
									end
									else if(SW[0]==1 && SW[9]==0) begin
										LED_R[0:9] <= 10'b0000000111;
									end
									else if(SW[0]==0 && SW[9]==1) begin
										LED_R[0:9] <= 10'b1000000000;
									end	
									else if(SW[0]==1 && SW[9]==0) begin
										LED_R[0:9] <= 10'b0000000000;
									end	
							end
							21,23: begin
								if(SW[0]==0 && SW[9]==0) begin
										LED_R[0:9] <= 10'b1000000011;
									end
									else if(SW[0]==1 && SW[9]==0) begin
										LED_R[0:9] <= 10'b0000000011;
									end
									else if(SW[0]==0 && SW[9]==1) begin
										LED_R[0:9] <= 10'b1000000000;
									end	
									else if(SW[0]==1 && SW[9]==0) begin
										LED_R[0:9] <= 10'b0000000000;
									end	
							end
							33,41: begin
								if(SW[0]==0 && SW[9]==0) begin
										LED_R[0:9] <= 10'b1100000011;
									end
									else if(SW[0]==1 && SW[9]==0) begin
										LED_R[0:9] <= 10'b0000000011;
									end
									else if(SW[0]==0 && SW[9]==1) begin
										LED_R[0:9] <= 10'b1100000000;
									end	
									else if(SW[0]==1 && SW[9]==0) begin
										LED_R[0:9] <= 10'b0000000000;
									end	
							end
							34: begin
								if(SW[0]==0 && SW[9]==0) begin
										LED_R[0:9] <= 10'b1110000111;
									end
									else if(SW[0]==1 && SW[9]==0) begin
										LED_R[0:9] <= 10'b0000000111;
									end
									else if(SW[0]==0 && SW[9]==1) begin
										LED_R[0:9] <= 10'b1110000000;
									end	
									else if(SW[0]==1 && SW[9]==0) begin
										LED_R[0:9] <= 10'b0000000000;
									end	
							end
							35: begin
								if(SW[0]==0 && SW[9]==0) begin
										LED_R[0:9] <= 10'b1111001111;
									end
									else if(SW[0]==1 && SW[9]==0) begin
										LED_R[0:9] <= 10'b0000001111;
									end
									else if(SW[0]==0 && SW[9]==1) begin
										LED_R[0:9] <= 10'b1111000000;
									end	
									else if(SW[0]==1 && SW[9]==0) begin
										LED_R[0:9] <= 10'b0000000000;
									end	
							end
							39: begin
								if(SW[0]==0 && SW[9]==0) begin
										LED_R[0:9] <= 10'b0011001100;
									end
									else if(SW[0]==1 && SW[9]==0) begin
										LED_R[0:9] <= 10'b0000001100;
									end
									else if(SW[0]==0 && SW[9]==1) begin
										LED_R[0:9] <= 10'b0011000000;
									end	
									else if(SW[0]==1 && SW[9]==0) begin
										LED_R[0:9] <= 10'b0000000000;
									end	
							end
							40: begin
								if(SW[0]==0 && SW[9]==0) begin
										LED_R[0:9] <= 10'b0110000110;
									end
									else if(SW[0]==1 && SW[9]==0) begin
										LED_R[0:9] <= 10'b0000000110;
									end
									else if(SW[0]==0 && SW[9]==1) begin
										LED_R[0:9] <= 10'b0110000000;
									end	
									else if(SW[0]==1 && SW[9]==0) begin
										LED_R[0:9] <= 10'b0000000000;
									end	
							end	
						endcase			
						if (stage >= 45) begin		
							stage <= 6'd0;
						end else begin 
							stage <= stage + 6'd1;
						end 				
					end
				end
			end
			end
		end
	end
endmodule

===== ./run.sh =====
#!/bin/bash
# OpenROAD 26Q1-2900-gdf79404cd8, Yosys 0.63+post, stock flow scripts
make -C /OpenROAD-flow-scripts/flow DESIGN_CONFIG=/design/flow/config.mk WORK_HOME=/design/flow/orfs finish

==> run notes <==
Synthesis and PnR results.

- The proportion of synthesized flip-flops having asynchronous set or reset is 6.52%.
- The hold path startpoint is u1.REPEAT_COUNT[0].
- The proportion of synthesized chip area in sequential cells reads 48.6%.
- Detailed placement ended at an HPWL of 6580 um.
- The remaining max-slew budget at the tightest pin is 41.3%.
- The number of distinct library cells after synthesis reads 68.
- STA shows the worst reg2reg path with a cell count of 7.
- The CTS root buffer is sky130_fd_sc_hd__clkbuf_16.
- Per the layout report, the design carries 1768 filler cells.
- The start of the worst register-to-register path is u1.stage[3].
- The internal power consumption is 1.49 mW.
- The cell total in the yosys stat output reads 539.
- The number of maximum-capacitance violations reads 0.
- The worst hold path terminates at u1.dLED[2].
- According to the floorplan report, the placeable core area is 0.0179 mm^2.
- The number of gates given a new drive strength after cts reads 0.
- The number of buffers inserted by port buffering is 21.
- The critical path data arrival time reads 2.90 ns.
- Ranked by total cell area, the synthesized netlist is headed by sky130_fd_sc_hd__edfxtp_1 (43%), sky130_fd_sc_hd__buf_4 (5.6%), sky130_fd_sc_hd__xor2_1 (4.6%).
- The area share of the largest cell type after synthesis reads 43.3%.
- Setup repair after global routing left no endpoint under its margin.
- The number of hold-repair buffers added at the cts stage reads 0.
- The areal power density over the cells reads 317 mW/mm^2.
- The area recorded from the Yosys report for this design is 0.00548 mm^2.
- CTS added clock buffers totalling 9.
- By startpoint and endpoint, the worst setup path is classified as reg2reg.
- Per the skew report, the later register of the worst-skew pair sees a clock latency of 0.34 ns.
- The count of cells along the worst hold path is 1.
- The share of total power dissipated in the clock network is 40.0%.
- The total buffers and inverters traversed by the critical path reads 1.
- After detailed routing, the number of remaining DRC violations is 0.
- The leakage power is 2.13 nW.
- The slack of the worst reg-to-reg path reads 1.34 ns.
- Combinational logic burns 7.1% of the power.
- Detailed-route iteration 0 reported a violation count of 356.
- The die area is 0.0188 mm^2.
- The type recorded for the worst min-delay path is reg2reg.
- The via count of the first global-routing pass is 3486.
- Looking at the max-slew report, the worst-margin pin has a slew of 0.881 ns.
- The startpoint kind of the worst setup timing path is a register.
- Looking at the power breakdown, sequential logic takes 53.0% of the total.
- The sum of negative setup slack reads 0 ns.
- The synthesized netlist cell count is 539.
- The number of max-slew violations in the final report reads 0.
- The count of H-tree levels built during CTS reads 3.
- The largest area contributor in the netlist is sky130_fd_sc_hd__edfxtp_1.
- The number of antenna diodes in the final layout is 0.
- The count of buffers added by post-CTS timing repair for setup reads 0.
- Post-synth the commonest register cell is sky130_fd_sc_hd__edfxtp_1.
- The minimum clock period after layout is 2.86 ns.
- The routed layout has 3799 vias.
- The number of core rows is 49.
- The total overflow left after global routing is 0.
- After synthesis, the mean cell area works out to 10.2 um^2.
- The routed wire length reads 9710 um.
- The width of the die is 137 um.
- The initial antenna violation count is 0.
- The count of library flops with an enable pin is 79.
- The maximum fanout along the worst path is 26.
- The total track usage is 11.2%.
- The worst-case IR drop observed on VDD is 168 uV.
- The final weighted congestion in routability-driven placement is 0.863.
- On the worst path, the slowest cell contributes a delay of 0.92 ns.
- The number of ports placed on the die boundary reads 145.
- The TritonCTS clock tree reads yes.
- The largest net degree at the start of global routing reads 33.
- The category of the worst setup path capture point is a register.
- The clock transition at the registers of the reported paths is 0.07 ns.
- The upper clock frequency limit is 350 MHz.
- The count of endpoints without a timing constraint reads 71.
- At the worst endpoint, the required time is 4.24 ns.
- The signal on the critical path passes through nand2_1, nor3_1, a21oi_1, nand3_1, nor2_1, a311oi_1, buf_4.
- The routed via count divided by cell count is 4.77.
- The worst setup skew after layout reads 0.00911 ns.
- The yosys warning tally reads 40.
- The final worst-path cycle share reads 68.0%.
- The kind of cell adding the most delay to the critical path reads simple AND/OR/NAND/NOR gates.
- The final non-filler cell area is 0.00608 mm^2.
- The switching component of the power is 434 uW.
- The number of iterations in the first detailed-routing pass reads 5.
- Counting every sink on the clock net gives 92.
- The number of setup violations in the final report reads 0.
- The initial utilization of the core area, before any placement, comes to 30.6%.
- The global-route wire length before repair is 16500 um.
- The synthesized cell area reads 0.00548 mm^2.
- Per the run report, area growth between synthesis and finish was 11.0%.
- Summing over the stages, the warning tally comes to 115.
- The final hold violation count is 0.
- In this run, synthesis produced a sequential element count of 92.
- In this run the deepest clock path goes through 2 buffers.
- The routed wire length per instance is 12.2 um.
- The antenna violation net count after detailed routing reads 0.
- Switching power as a fraction of the total was reported as 22.5%.
- Of the cells placed in the final design, the portion with a size suffix greater than 1 is 6.17%.
- The die is 137 um tall.
- The post-detailed-placement cell area is 0.00579 mm^2.
- The slowest cell on the critical path reads sky130_fd_sc_hd__dfrtp_1.
- The worst reg2reg path endpoint is u1.LED_R[2].
- The run finished with clean final reports.
==> placed cells by master (no fill, tap or decap), types with 3 or more instances in the layout <==
| master | n |
|---|---|
| sky130_fd_sc_hd__o21ai_0 | 9 |
| sky130_fd_sc_hd__xnor2_1 | 27 |
| sky130_fd_sc_hd__ha_1 | 11 |
| sky130_fd_sc_hd__nand3_1 | 25 |
| sky130_fd_sc_hd__nand2b_1 | 4 |
| sky130_fd_sc_hd__nand3b_1 | 4 |
| sky130_fd_sc_hd__xor2_1 | 29 |
| sky130_fd_sc_hd__conb_1 | 50 |
| sky130_fd_sc_hd__nor2_1 | 60 |
| sky130_fd_sc_hd__mux2i_1 | 6 |
| sky130_fd_sc_hd__a211o_1 | 3 |
| sky130_fd_sc_hd__nand4b_1 | 4 |
| sky130_fd_sc_hd__nor4_1 | 8 |
| sky130_fd_sc_hd__o22ai_1 | 6 |
| sky130_fd_sc_hd__or4_1 | 3 |
| sky130_fd_sc_hd__dfrtp_1 | 5 |
| sky130_fd_sc_hd__nor3_1 | 15 |
| sky130_fd_sc_hd__nand2_1 | 42 |
| sky130_fd_sc_hd__and4_1 | 3 |
| sky130_fd_sc_hd__clkdlybuf4s50_1 | 21 |
| sky130_fd_sc_hd__nor2b_1 | 6 |
| sky130_fd_sc_hd__dfxtp_1 | 7 |
| sky130_fd_sc_hd__nand4_1 | 14 |
| sky130_fd_sc_hd__a21oi_1 | 18 |
| sky130_fd_sc_hd__o21a_1 | 3 |
| sky130_fd_sc_hd__a31oi_1 | 7 |
| sky130_fd_sc_hd__inv_1 | 20 |
| sky130_fd_sc_hd__clkbuf_16 | 10 |
| sky130_fd_sc_hd__buf_4 | 7 |
| sky130_fd_sc_hd__a31o_2 | 3 |
| sky130_fd_sc_hd__and3_1 | 10 |
| sky130_fd_sc_hd__edfxtp_1 | 79 |
==> cell usage after synthesis (7+ instances only) <==
library cell / instances
sky130_fd_sc_hd__ha_1: 11
sky130_fd_sc_hd__a21oi_1: 19
sky130_fd_sc_hd__dfxtp_1: 7
sky130_fd_sc_hd__nor3_1: 15
sky130_fd_sc_hd__nor2_1: 61
sky130_fd_sc_hd__o21ai_0: 9
sky130_fd_sc_hd__edfxtp_1: 79
sky130_fd_sc_hd__xnor2_1: 27
sky130_fd_sc_hd__xor2_1: 29
sky130_fd_sc_hd__nor4_1: 8
sky130_fd_sc_hd__inv_1: 20
sky130_fd_sc_hd__clkbuf_1: 15
sky130_fd_sc_hd__nand3_1: 25
sky130_fd_sc_hd__nand4_1: 14
sky130_fd_sc_hd__buf_4: 41
sky130_fd_sc_hd__a31oi_1: 7
sky130_fd_sc_hd__nand2_1: 42
sky130_fd_sc_hd__and3_1: 10
==> layer usage <==
| layer | share of wire, % | vias up | GRT usage (%) |
|---|---|---|---|
| li1 | - | 1902 | - |
| met1 | 49 | 1788 | 18.1 |
| met2 | 45 | 97 | 16.2 |
| met3 | 4.5 | 12 | 2.12 |
| met4 | 1.1 | 0 | 1.95 |
| met5 | 0 | - | 0 |
==> metrics by stage <==
stage / cells / hold slack (ns) / util, % / worst slack [ns] / total power [mW]
2_1_floorplan: 587 / 0.514 / - / 1.00 / 1.17
3_3_place_gp: 780 / 0.556 / 32.4 / 1.39 / 1.18
3_5_place_dp: 780 / 0.557 / 32.4 / 1.37 / 1.18
6_report: 796 / 0.567 / 34.0 / 1.34 / 1.93
4_1_cts: 796 / 0.566 / 34.0 / 1.35 / 1.96
5_1_grt: 796 / 0.601 / 34.0 / 1.14 / 2.01
==> cell families (layout without fill, tap and decap cells) <==
family / after synthesis / in the layout / synth area share, %
buffers and inverters: 84 / 64 / 9.07
DFF: 92 / 92 / 48.6
AOI/OAI and AO/OA: 77 / 77 / 10.2
other: 2 / 50 / 0.137
muxes: 6 / 6 / 1.10
xor gates and xnor gates: 56 / 56 / 8.95
and+or+nand+nor: 211 / 211 / 19.5
adders and majority gates: 11 / 11 / 2.51
==> registers in the layout (all words and copies together) (netlist names) <==
register / flops
u1.count2: 32
u1.count: 32
u1.LED_R: 10
u1.dLED: 7
u1.stage: 6
u1.REPEAT_COUNT: 4
u1.starter: 1
==> power groups by stage <==
stage                 combinational [mW]  sequential (mW)  clock (mW)
after global routing               0.153             1.02       0.834
after CTS                          0.136             1.02       0.803
final                              0.136             1.02       0.771
==> worst max-delay path by stage <==
stage | from | to | slack [ns] | cells past startpoint
finish | u1.stage[3] | u1.LED_R[2] | 1.34 | 7
global route | u1.stage[0] | u1.LED_R[1] | 1.14 | 9
CTS | u1.stage[0] | u1.LED_R[1] | 1.35 | 9
==> worst reg2reg max path, delay by kind of cell, from the launching register on <==
family / cells / cell delay [ns]
simple gates: 4 / 1.02
flops: 1 / 0.92
compound gates: 2 / 0.38
buf+inv: 1 / 0.24
==> cell type report <==
class | count | area, um^2 | area share, %
Clock inverter | 5 | 33.8 | 0.556
Inverter | 20 | 75.1 | 1.23
Clock buffer | 11 | 254 | 4.18
Multi-Input combinational cell | 411 | 2500 | 41.2
Sequential cell | 92 | 2660 | 43.8
Timing Repair Buffer | 28 | 263 | 4.32
Tap cell | 229 | 287 | 4.71
No activity file was given, so power comes from the tool's default toggle rates.
